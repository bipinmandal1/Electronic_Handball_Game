$ cat config.mk
export PLATFORM = sky130hd
export DESIGN_NAME = Shiftclock
export DESIGN_NICKNAME = Shiftclock
export VERILOG_FILES = /design/flow/design.v
export SDC_FILE = /design/flow/constraint.sdc
export NUM_CORES = 4
export LEC_CHECK = 1
export CORE_UTILIZATION = 30
$ cat constraint.sdc
current_design Shiftclock

set clk_period 15.4
set clk_io_pct 0.2

create_clock -name clk0 -period $clk_period [get_ports {CLKIN}]

set non_clock_inputs [all_inputs -no_clocks]
set_input_delay [expr $clk_period * $clk_io_pct] -clock clk0 $non_clock_inputs
set_output_delay [expr $clk_period * $clk_io_pct] -clock clk0 [all_outputs]
$ cat design.v
`timescale 1ns / 1ps
module Shiftclock(
    input CLKIN,
    output CLKOUT
    );
     reg CLKOUT;
	  reg START = 1'b0; 
	  reg [25:0] counter = 26'd0;
	  parameter C0 = 26'd50000;
	  always @(posedge CLKIN) 
	  begin
	  counter <= counter + 1;
	  if (START == 1'b0)
	          begin
				      CLKOUT <= 1'b0;
						START <= 1'b1;
				 end
		else if (((counter / C0)% 2)== 1'b0)
		       CLKOUT <= 1'b0;
		else
		CLKOUT <= 1'b1;
		end
endmodule
$ cat run.sh
#!/bin/bash
# OpenROAD 26Q1-2900-gdf79404cd8, Yosys 0.63+post, stock flow scripts
make -C /OpenROAD-flow-scripts/flow DESIGN_CONFIG=/design/flow/config.mk WORK_HOME=/design/flow/orfs finish
==> CHANGELOG.md <==
## Flow update

* Worst min-delay path category: reg2reg
* Peak ir drop on the vdd network at 0.0688 mV
* Fillers at 2055
* Core Box Area at 19000 µm²
* Post-layout period usage at 75.0%
* Overall routed net length at 15.3 mm
* Number of global-route vias before repair at 5295
* Vias at 6018
* Total power density per cell area at 24.8 nW/µm²
* Max-slew violation total from the final report at 0
* Synthesis Warnings at 1
* Most area-hungry cell type in the Yosys netlist: sky130_fd_sc_hd__dfxtp_1
* Count of flip-flops with a built-in enable after synthesis at 0
* Launch instance of the worst register-to-register path: counter[15]
* DRC violation count after routing at 0
* Clock period minus final worst setup slack at 11560 ps
* Placed insts at 1034
* Critical path class: reg2reg
* Number of warnings in the stage logs at 27
* Routed vias/inst at 5.80
* Total of max-cap violations at 0
* Final tally of hold violations at 0
* Transition at the pin with the smallest max-transition slack at 862 ps
* Post-synthesis chip area from yosys at 5910 µm²
* Unrepaired setup endpoints after global routing: no
* Endpoint type of the worst setup path: register
* Required time of the critical path at 15610 ps
* Post-synthesis instance area at 5910 µm²
* Maximum clock rate at 86.5 MHz
* Number of ports placed on the die boundary at 2
* Most used standard cell by instance count after synthesis: sky130_fd_sc_hd__nand2_1
* Final antenna diode count at 0
* Row Count at 50
* Fraction of final layout cells sized beyond drive strength 1 at 9.90%
* Clock insertion delay at the later pin of the skew report at 270 ps
* Minimum setup slack in the final design at 3840 ps
* Largest cells by area after synthesis: sky130_fd_sc_hd__dfxtp_1 (9.5%), sky130_fd_sc_hd__xnor2_1 (7.7%), sky130_fd_sc_hd__nand2_1 (5.0%), sky130_fd_sc_hd__nor2_1 (4.6%), sky130_fd_sc_hd__a21oi_1 (3.2%)
* Number of sinks driven by the clock tree at 28
* Reg2Reg Setup Slack at 3840 ps
* Overflow after GRT at 0
* Global-route total usage across every layer at 15.8%
* Number of endpoints failing setup at the final stage at 0
* First-pass DRT Iterations at 5
* Top cell area share at 9.49%
* Post-cts repair resize count at 0
* Vertical extent of the die at 142 µm
* Yosys cell count at 816
* Leakage power total at 0.00186 µW
* Logic area at 5030 µm²
* Initial standard-cell utilization of the core at 31.1%
* Max clock buf depth at 2
* DP Worst Slack at 4090 ps
* Category of the worst setup path launch point: register
* Worst Path Max Fanout at 18
* Routed length per instance at 14.7 µm
* Area post-placement at 6020 µm²
* Clk slew on worst S/H paths at 70 ps
* Final Wtd Congestion at 0.920
* Root buffer selected by CTS: sky130_fd_sc_hd__clkbuf_16
* Fraction of synthesis flops using an asynchronous set or reset pin at 0%
* CTS H-tree depth at 1
* IO Port Bufs at 1
* Count of placed standard cells in the final layout, fillers left out at 1038
* Crit path arrival time at 11770 ps
* DIE WIDTH at 142 µm
* Sum of net half-perimeters after detailed placement at 11.9 mm
* Detailed router's first-iteration violation count at 436
* Worst-case headroom to the max-slew limit at 42.5%
* Number of instances in the synthesized netlist at 816
* Area overhead of the layout relative to synthesis at 3.64%
* Cell variety after synth at 111
* Number of hold buffers added after CTS at 0
* Primary flip-flop cell chosen by synthesis mapping: sky130_fd_sc_hd__dfxtp_1
* Worst setup path end: CLKOUT
* Sequential standard cell area at 561 µm²
* Global-route wire length before repair at 26.6 mm
* Top cells by count, synth: sky130_fd_sc_hd__nand2_1 (79), sky130_fd_sc_hd__nor2_1 (72), sky130_fd_sc_hd__xnor2_1 (52)
* Biggest cell delay along the critical path at 690 ps
* Start point of the critical path: counter[15]
* Syn Area/Cell at 7.24 µm²
* Overall power after layout at 152 µW
* Maximum number of pins on one net before global-route repair at 22
* Remaining antenna violation count after routing at 0
* Die Size at 20300 µm²
* Destination of the worst register-to-register timing path: CLKOUT
* Crit path max-delay cell type: sky130_fd_sc_hd__o211ai_1
* Total setup buffers inserted after CTS at 0
* Result of the run: finished, final reports clean
* Cells on worst reg2reg path at 36
* Layout Cell Area excl Fill at 6120 µm²
* Synth Seq Share at 9.49%
* Setup Total Neg Slack at 0 ps
* Setup Skew at 3.79 ps
* Number of antenna violations at the first check in global routing at 0
* Clock buffer count from CTS at 3
* TritonCTS clock tree: yes
* Number of register bits inferred by synthesis at 28
-- through the flow --
| stage | hold WS (ps) | utilization [%] |
|---|---|---|
| 2_1_floorplan | 406 | - |
| 3_3_place_gp | 425 | 31.6 |
| 3_5_place_dp | 424 | 31.6 |
| 4_1_cts | 441 | 32.2 |
| 5_1_grt | 471 | 32.2 |
| 6_report | 435 | 32.2 |
-- metal layers --
| layer | part of all wire [%] | GRT usage, % | vias to the layer above |
|---|---|---|---|
| li1 | - | - | 3071 |
| met2 | 43 | 24.4 | 128 |
| met4 | 1.6 | 2.38 | 0 |
| met1 | 52 | 24.6 | 2801 |
| met3 | 3.9 | 0.857 | 18 |
| met5 | 0 | 0 | - |
-- cell type report --
| class | instances | share of cell area, % |
|---|---|---|
| multi-input combinational | 724 | 82.2 |
| inverter | 19 | 1.17 |
| clock buffer | 3 | 1.23 |
| timing repair buffer | 3 | 0.409 |
| sequential | 28 | 9.16 |
| clock inverter | 1 | 0.491 |
| tap | 260 | 5.31 |
-- sequential cells by signal (all words and copies together) (netlist names) --
register	flops
CLKOUT	1
START	1
counter	26
-- cells by family (layout without fill, tap and decap cells) --
kind of cell,after synthesis,count (layout),share of synthesized area (%)
AOI/OAI and AO/OA,305,305,40.9
buffers and inverters,64,26,5.28
muxes,27,27,5.44
and+or+nand+nor,319,319,27.5
other,1,1,0.0635
adders and majority gates,5,5,0.932
xor gates and xnor gates,67,67,10.4
DFF,28,28,9.49
-- worst max-delay path: cells and delay by family (launching register included) --
kind | cells | cell delay, ps
flops | 1 | 650
simple gates | 6 | 1510
mux | 3 | 940
compound gates | 27 | 8370
-- worst min-delay path by stage --
stage / to / start / slack (ps) / cells after the start
6_report: counter[0] / counter[0] / 430 / 1
5_1_grt: counter[0] / counter[0] / 470 / 1
4_1_cts: counter[0] / counter[0] / 440 / 1
-- where the power goes --
part / switching, µW / internal, µW
clock network: 27.3 / 51.9
logic: 0.0229 / 0.0100
registers: 0.0529 / 72.5
total: 27.3 / 124
-- layout by cell type (no fill, tap or decap), types with 8 or more instances in the layout --
cell,instances
sky130_fd_sc_hd__a211oi_1,18
sky130_fd_sc_hd__a21o_1,9
sky130_fd_sc_hd__a21oi_1,38
sky130_fd_sc_hd__a31oi_1,12
sky130_fd_sc_hd__and2_1,11
sky130_fd_sc_hd__and3_1,15
sky130_fd_sc_hd__dfxtp_1,28
sky130_fd_sc_hd__inv_1,19
sky130_fd_sc_hd__mux2i_1,14
sky130_fd_sc_hd__nand2_1,79
sky130_fd_sc_hd__nand2b_1,11
sky130_fd_sc_hd__nand3_1,29
sky130_fd_sc_hd__nand4_1,9
sky130_fd_sc_hd__nor2_1,72
sky130_fd_sc_hd__nor3_1,34
sky130_fd_sc_hd__o211a_1,8
sky130_fd_sc_hd__o211ai_1,19
sky130_fd_sc_hd__o21ai_0,37
sky130_fd_sc_hd__o21ai_1,12
sky130_fd_sc_hd__o31a_1,11
sky130_fd_sc_hd__o31ai_1,15
sky130_fd_sc_hd__or2_2,8
sky130_fd_sc_hd__or3_1,10
sky130_fd_sc_hd__xnor2_1,52
sky130_fd_sc_hd__xor2_1,11
Power is estimated from default activity; no workload was simulated.
