==> flow/design.v <==
`timescale 1ns / 1ps
module Bidshift(
    input [7:0] SRIN,
    input [1:0] SEL,
    input CK,
    input CLEAR,
    input SIL,
    input SIR,
    output [7:0] SROUT
    );
reg [7:0] SROUT;
always @(posedge CK)
begin
if (CLEAR == 1'b0)begin SROUT = 8'b00000000; end
else
begin
  if (SEL == 2'b00) begin
    SROUT <= SROUT;
	 end
  else if (SEL == 2'b01) begin
    SROUT <= {SIR, SROUT[7:1]}; 
	 end
  else if (SEL == 2'b10) begin
    SROUT <= {SROUT[6:0], SIL}; 
	 end
  else
  begin
    SROUT <= SRIN;
	 end
end
end
endmodule
==> flow/run.sh <==
#!/bin/bash
# OpenROAD 26Q1-2900-gdf79404cd8, Yosys 0.63+post, stock flow scripts
make -C /OpenROAD-flow-scripts/flow DESIGN_CONFIG=/design/flow/config.mk WORK_HOME=/design/flow/orfs finish
==> flow/config.mk <==
export PLATFORM = sky130hd
export DESIGN_NAME = Bidshift
export DESIGN_NICKNAME = Bidshift
export VERILOG_FILES = /design/flow/design.v
export SDC_FILE = /design/flow/constraint.sdc
export NUM_CORES = 4
export LEC_CHECK = 1
export CORE_AREA = 10 10 70 70
export DIE_AREA = 0 0 80 80
==> flow/constraint.sdc <==
current_design Bidshift

set clk_period 1.7
set clk_io_pct 0.2

create_clock -name clk0 -period $clk_period [get_ports {CK}]

set non_clock_inputs [all_inputs -no_clocks]
set_input_delay [expr $clk_period * $clk_io_pct] -clock clk0 $non_clock_inputs
set_output_delay [expr $clk_period * $clk_io_pct] -clock clk0 [all_outputs]
==> out/results.tsv <==
stage	metric	value	unit
sta	skew	1.795	ps
detailed_routing	ant_nets	0	
clock_network	clock.latency.late_pin	250	ps
synth	yosys_area	415.4	µm²
min_path	worstHoldStart	SROUT[0]$_SDFFE_PN0P_	
detailed_routing	antenna_cells	0	
floorplanning	die.size.y	80	µm
power	p_total	451.3	µW
synth	top_cell	mux2i_1	
min_path	hold_depth	2	
critical_path	path_buffers	1	
cells_and_area	fin_area	690.7	µm²
floorplanning	initCoreUtil	0.1216	
sta	tns	0	ps
synth	avgSynthCellArea	11.23	µm²
placed_design	postPlaceCellArea	668.1	µm²
power	powerDensity	653.4	nW/µm²
clock_network	clockBufferDepth	2	
clock_network	post_cts.repair.setup_buffers	0	
cells_and_area	area.sequential	160.2	µm²
placed_design	place.gp.congestion	0.7078	
detailed_routing	drt-vias-per-instance	3.381	
critical_path	endpoint_kind	output pin	
synth	ys_types	8	
status	status	completed	
min_path	hold_end	SROUT[1]$_SDFFE_PN0P_	
placed_design	portBuffers	21	
critical_path	crit_type	register to output pin	
sta	rsz0062_at_grt	false	
critical_path	rr_worst_depth	2	
synth	largest_area_cell	dfxtp_1	
detailed_routing	vias	355	
cells_and_area	largest_register	SROUT	
cells_and_area	largest_reg_flops	8	
critical_path	critPathMaxStageDelay	490	ps
floorplanning	rows	21	
sta	hold_violations	0	
cells_and_area	drive_above_1_share	0.06780	
clock_network	cts_buffers	3	
critical_path	r2r_setup_slack	1000	ps
sta	max-slew-margin-rel	0.8012	
sta	setup_viol	0	
clock_network	hold_buffers	0	
detailed_routing	drc	0	
run	warnings	25	
clock_network	cts.sinks	8	
critical_path	arrival	1120	ps
critical_path	crit_path_start_kind	register	
clock_network	clkTransAtPathRegs	50	ps
cells_and_area	area_growth	66.27	%
synth	synthTopCellsByArea	dfxtp_1, mux2i_1, o22ai_1, buf_12, buf_6	
grt	gr-usage-met1	0.04447	
floorplanning	chipArea	6400	µm²
detailed_routing	drt-pass1-iter-count	2	
grt	grt_usage	0.03676	
critical_path	r2r-start	SROUT[3]$_SDFFE_PN0P_	
cells_and_area	top_regs	SROUT x8	
synth	yosys_warnings	1	
grt	use_met3	0.02841	
cells_and_area	utilization	0.2022	
critical_path	cp.required	1360	ps
detailed_routing	drt_iter0_drc	6	
synth	async_reset_ff_frac	0	
min_path	hold_path_class	register to register	
synth	edf_count	0	
synth	syn_area	415.4	µm²
grt	grt_pass1_wl	1814	µm
clock_network	ctsHtreeMaxLevel	1	
power	worst_ir_drop_vdd	0.0002953	V
synth	ys_ff	8	
synth	synth.top_cell.area_share	0.3855	
cells_and_area	logic_area	220.2	µm²
clock_network	cts_tree	yes	
detailed_routing	wl_per_cell	11.02	µm
grt	grt_pass1_vias	369	
synth	yosys-stat-cells	37	
sta	min_period	1458	ps
run	max_cap_viol_count	0	
synth	synth_cells	37	
floorplanning	ioPinCount	22	
power	p_leak	0.0002682	µW
critical_path	cpLargestDelayFamily	buffers and inverters	
clock_network	postCtsResizedCells	0	
sta	fmax	685.8	MHz
floorplanning	die_x	80	µm
critical_path	cp_max_fo	4	
synth	ff_type	dfxtp_1	
grt	grt.busiest_layer	met2	
critical_path	cp_slowest_cell	clkdlybuf4s50_1	
floorplanning	core-area	3416	µm²
synth	netlist_top_cells_count	mux2i_1, dfxtp_1, o22ai_1	
cells_and_area	fin_cells	105	
clock_network	cts_root_buf	clkbuf_4	
detailed_routing	drt-total-wl	1157	µm
synth	ys_seq_frac	0.3855	
grt	use_met2	0.05217	
grt	grt_max_degree	17	
placed_design	dp.cells	102	
sta	report.final.slew_viol_count	0	
critical_path	path_cells	clkdlybuf4s50_1	
critical_path	timing.rr.end	SROUT[2]$_SDFFE_PN0P_	
grt	antenna_found_initial	0	
sta	tightestPinTransition	298.2	ps
grt	grt.overflow.total	0	
cells_and_area	fillCellCount	385	
sta	finalCritPeriodShare	0.8578	
[cell type report]
type                    count  share of cell area
flip-flops and latches      8              0.2319
multi-input cells          26              0.3188
well taps                  46             0.08333
repair buffers             22              0.3333
clock buffers               3             0.03261
[cell usage in the layout, fill, tap and decap left out, drive strengths merged]
master	instances
dfxtp	8
clkbuf	3
mux2i	16
buf	1
nand2b	1
o22ai	8
nand2	1
clkdlybuf4s50	21
[power breakdown]
group | internal (µW) | total, µW | switching [µW]
Clock | 80.5 | 141 | 60.2
Combinational | 70.4 | 101 | 30.8
Sequential | 199 | 209 | 10.2
Total | 350 | 451 | 101
[metrics by stage]
stage / hold slack (ps) / worst slack, ps
detailed placement: 545.8 / 240.1
global placement: 533.4 / 250.0
CTS: 566.2 / 219.1
floorplan: 489.3 / 726.2
global route: 611.4 / 174.6
finish: 561.1 / 241.8
[how the worst max path moves through the flow]
stage | end | start | depth (start not counted)
4_1_cts | SROUT[6] | SROUT[6]$_SDFFE_PN0P_ | 1
5_1_grt | SROUT[4] | SROUT[4]$_SDFFE_PN0P_ | 1
6_report | SROUT[3] | SROUT[3]$_SDFFE_PN0P_ | 1
[logic make-up (layout without fill, tap and decap cells)]
family | Yosys count | count (layout) | synth area share
and+or+nand+nor | 2 | 2 | 0.02410
muxes | 16 | 16 | 0.3855
AOI/OAI and AO/OA | 8 | 8 | 0.1205
buffers and inverters | 3 | 25 | 0.08433
DFF | 8 | 8 | 0.3855
[routing by layer]
metal / vias up / wire (µm)
met5: - / 0
met4: 0 / 0
met3: 0 / 147
met2: 14 / 506
met1: 151 / 504
li1: 190 / -
Power and IR drop assume default switching activity.
